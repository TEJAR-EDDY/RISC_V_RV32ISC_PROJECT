===== constraint.sdc =====
current_design instruction_decode

set clk_period 1.0
set clk_io_pct 0.2

create_clock -name clk0 -period $clk_period [get_ports {clk}]

set non_clock_inputs [all_inputs -no_clocks]
set_input_delay [expr $clk_period * $clk_io_pct] -clock clk0 $non_clock_inputs
set_output_delay [expr $clk_period * $clk_io_pct] -clock clk0 [all_outputs]

===== design.v =====
`timescale 1ns/1ps
module riscv_rv32isc_alu (
    input  wire         clk,            
    input  wire         rst_n,          
    input  wire         enable,         
    input  wire [31:0]  instruction,    
    input  wire [6:0]   opcode,         
    input  wire [2:0]   funct3,         
    input  wire [6:0]   funct7,         
    input  wire [31:0]  rs1_data,       
    input  wire [31:0]  rs2_data,       
    input  wire [31:0]  rs3_data,       
    input  wire [63:0]  matrix_a_data,  
    input  wire [63:0]  matrix_b_data,  
    input  wire [3:0]   matrix_size,    
    input  wire         is_signed,      
    input  wire         use_immediate,  
    input  wire [31:0]  immediate,      
    output reg  [31:0]  result,         
    output reg  [63:0]  result_64,      
    output reg  [31:0]  matrix_result,  
    output reg          zero_flag,      
    output reg          carry_flag,     
    output reg          overflow_flag,  
    output reg          sign_flag,      
    output reg          ready,          
    output reg          error_flag      
);
reg [31:0] operand_a, operand_b;
reg [63:0] temp_64;
reg [31:0] temp_32;
reg [31:0] fp_temp_a, fp_temp_b, fp_result;
reg [63:0] dp_temp_a, dp_temp_b, dp_result;
reg [31:0] matrix_temp [0:15];  
reg [7:0]  pool_temp [0:15];    
reg [63:0] mac_accumulator;
reg [31:0] mac_result;
wire is_r_type, is_i_type, is_s_type, is_b_type, is_u_type, is_j_type;
wire is_m_type, is_f_type, is_d_type, is_custom_type;
assign is_r_type = (opcode == 7'b0110011);
assign is_i_type = (opcode == 7'b0010011) || (opcode == 7'b0000011);
assign is_s_type = (opcode == 7'b0100011);
assign is_b_type = (opcode == 7'b1100011);
assign is_u_type = (opcode == 7'b0110111) || (opcode == 7'b0010111);
assign is_j_type = (opcode == 7'b1101111);
assign is_m_type = (opcode == 7'b0110011) && (funct7 == 7'b0000001);
assign is_f_type = (opcode == 7'b1010011) && (instruction[26:25] == 2'b00);
assign is_d_type = (opcode == 7'b1010011) && (instruction[26:25] == 2'b01);
assign is_custom_type = (opcode == 7'b0001011) || (opcode == 7'b0001111);
always @(*) begin
    if (use_immediate) begin
        operand_a = rs1_data;
        operand_b = immediate;
    end else begin
        operand_a = rs1_data;
        operand_b = rs2_data;
    end
end
always @(posedge clk or negedge rst_n) begin
    if (!rst_n) begin
        result <= 32'b0;
        result_64 <= 64'b0;
        matrix_result <= 32'b0;
        zero_flag <= 1'b0;
        carry_flag <= 1'b0;
        overflow_flag <= 1'b0;
        sign_flag <= 1'b0;
        ready <= 1'b0;
        error_flag <= 1'b0;
        mac_accumulator <= 64'b0;
        mac_result <= 32'b0;
    end else if (enable) begin
        ready <= 1'b0;
        error_flag <= 1'b0;
        case (1'b1)
            is_r_type || is_i_type: begin
                case (funct3)
                    3'b000: begin  
                        if (is_r_type && funct7[5]) begin
                            {carry_flag, result} = operand_a - operand_b;
                        end else begin
                            {carry_flag, result} = operand_a + operand_b;
                        end
                    end
                    3'b001: begin  
                        result = operand_a << operand_b[4:0];
                        carry_flag = 1'b0;
                    end
                    3'b010: begin  
                        result = ($signed(operand_a) < $signed(operand_b)) ? 32'b1 : 32'b0;
                        carry_flag = 1'b0;
                    end
                    3'b011: begin  
                        result = (operand_a < operand_b) ? 32'b1 : 32'b0;
                        carry_flag = 1'b0;
                    end
                    3'b100: begin  
                        result = operand_a ^ operand_b;
                        carry_flag = 1'b0;
                    end
                    3'b101: begin  
                        if (funct7[5]) begin
                            result = $signed(operand_a) >>> operand_b[4:0];
                        end else begin
                            result = operand_a >> operand_b[4:0];
                        end
                        carry_flag = 1'b0;
                    end
                    3'b110: begin  
                        result = operand_a | operand_b;
                        carry_flag = 1'b0;
                    end
                    3'b111: begin  
                        result = operand_a & operand_b;
                        carry_flag = 1'b0;
                    end
                endcase
            end
            is_m_type: begin
                case (funct3)
                    3'b000: begin  
                        temp_64 = $signed(operand_a) * $signed(operand_b);
                        result = temp_64[31:0];
                        result_64 = temp_64;
                    end
                    3'b001: begin  
                        temp_64 = $signed(operand_a) * $signed(operand_b);
                        result = temp_64[63:32];
                    end
                    3'b010: begin  
                        temp_64 = $signed(operand_a) * $unsigned(operand_b);
                        result = temp_64[63:32];
                    end
                    3'b011: begin  
                        temp_64 = operand_a * operand_b;
                        result = temp_64[63:32];
                    end
                    3'b100: begin  
                        if (operand_b == 0) begin
                            result = 32'hFFFFFFFF;  
                            error_flag = 1'b1;
                        end else begin
                            result = $signed(operand_a) / $signed(operand_b);
                        end
                    end
                    3'b101: begin  
                        if (operand_b == 0) begin
                            result = 32'hFFFFFFFF;  
                            error_flag = 1'b1;
                        end else begin
                            result = operand_a / operand_b;
                        end
                    end
                    3'b110: begin  
                        if (operand_b == 0) begin
                            result = operand_a;  
                            error_flag = 1'b1;
                        end else begin
                            result = $signed(operand_a) % $signed(operand_b);
                        end
                    end
                    3'b111: begin  
                        if (operand_b == 0) begin
                            result = operand_a;  
                            error_flag = 1'b1;
                        end else begin
                            result = operand_a % operand_b;
                        end
                    end
                endcase
            end
            is_f_type: begin
                fp_temp_a = operand_a;
                fp_temp_b = operand_b;
                case (funct3)
                    3'b000: begin  
                        fp_result = fp_add_single(fp_temp_a, fp_temp_b);
                        result = fp_result;
                    end
                    3'b001: begin  
                        fp_result = fp_sub_single(fp_temp_a, fp_temp_b);
                        result = fp_result;
                    end
                    3'b010: begin  
                        fp_result = fp_mul_single(fp_temp_a, fp_temp_b);
                        result = fp_result;
                    end
                    3'b011: begin  
                        fp_result = fp_div_single(fp_temp_a, fp_temp_b);
                        result = fp_result;
                    end
                    default: begin
                        result = 32'b0;
                        error_flag = 1'b1;
                    end
                endcase
            end
            is_d_type: begin
                dp_temp_a = {operand_a, rs3_data};  
                dp_temp_b = {operand_b, immediate};  
                case (funct3)
                    3'b000: begin  
                        dp_result = fp_add_double(dp_temp_a, dp_temp_b);
                        result_64 = dp_result;
                        result = dp_result[31:0];
                    end
                    3'b001: begin  
                        dp_result = fp_sub_double(dp_temp_a, dp_temp_b);
                        result_64 = dp_result;
                        result = dp_result[31:0];
                    end
                    3'b010: begin  
                        dp_result = fp_mul_double(dp_temp_a, dp_temp_b);
                        result_64 = dp_result;
                        result = dp_result[31:0];
                    end
                    3'b011: begin  
                        dp_result = fp_div_double(dp_temp_a, dp_temp_b);
                        result_64 = dp_result;
                        result = dp_result[31:0];
                    end
                    default: begin
                        result_64 = 64'b0;
                        result = 32'b0;
                        error_flag = 1'b1;
                    end
                endcase
            end
            is_custom_type: begin
                case (instruction[6:0])
                    7'b0001011: begin  
                        case (instruction[14:12])  
                            3'b000: begin  
                                matrix_result = matrix_multiply_2x2(matrix_a_data, matrix_b_data);
                                result = matrix_result;
                            end
                            3'b001: begin  
                                mac_result = (operand_a * operand_b) + mac_accumulator[31:0];
                                mac_accumulator = mac_accumulator + (operand_a * operand_b);
                                result = mac_result;
                            end
                            default: begin
                                result = 32'b0;
                                error_flag = 1'b1;
                            end
                        endcase
                    end
                    7'b0001111: begin  
                        case (instruction[14:12])
                            3'b000: begin  
                                result = max_pool_operation(operand_a, operand_b, matrix_size);
                            end
                            3'b001: begin  
                                result = avg_pool_operation(operand_a, operand_b, matrix_size);
                            end
                            default: begin
                                result = 32'b0;
                                error_flag = 1'b1;
                            end
                        endcase
                    end
                    default: begin
                        result = 32'b0;
                        error_flag = 1'b1;
                    end
                endcase
            end
            default: begin
                result = 32'b0;
                error_flag = 1'b1;
            end
        endcase
        zero_flag <= (result == 32'b0);
        sign_flag <= result[31];
        if ((is_r_type || is_i_type) && (funct3 == 3'b000)) begin
            if (!funct7[5]) begin  
                overflow_flag <= (operand_a[31] == operand_b[31]) && (result[31] != operand_a[31]);
            end else begin  
                overflow_flag <= (operand_a[31] != operand_b[31]) && (result[31] != operand_a[31]);
            end
        end else begin
            overflow_flag <= 1'b0;
        end
        ready <= 1'b1;
    end
end
function [31:0] fp_add_single;
    input [31:0] a, b;
    reg [31:0] result_temp;
    begin
        result_temp = a + b;  
        fp_add_single = result_temp;
    end
endfunction
function [31:0] fp_sub_single;
    input [31:0] a, b;
    reg [31:0] result_temp;
    begin
        result_temp = a - b;  
        fp_sub_single = result_temp;
    end
endfunction
function [31:0] fp_mul_single;
    input [31:0] a, b;
    reg [31:0] result_temp;
    begin
        result_temp = (a * b) >> 16;  
        fp_mul_single = result_temp;
    end
endfunction
function [31:0] fp_div_single;
    input [31:0] a, b;
    reg [31:0] result_temp;
    begin
        if (b != 0)
            result_temp = (a << 16) / b;  
        else
            result_temp = 32'hFFFFFFFF;
        fp_div_single = result_temp;
    end
endfunction
function [63:0] fp_add_double;
    input [63:0] a, b;
    begin
        fp_add_double = a + b;  
    end
endfunction
function [63:0] fp_sub_double;
    input [63:0] a, b;
    begin
        fp_sub_double = a - b;  
    end
endfunction
function [63:0] fp_mul_double;
    input [63:0] a, b;
    begin
        fp_mul_double = (a * b) >> 32;  
    end
endfunction
function [63:0] fp_div_double;
    input [63:0] a, b;
    begin
        if (b != 0)
            fp_div_double = (a << 32) / b;  
        else
            fp_div_double = 64'hFFFFFFFFFFFFFFFF;
    end
endfunction
function [31:0] matrix_multiply_2x2;
    input [63:0] matrix_a, matrix_b;
    reg [15:0] a00, a01, a10, a11;
    reg [15:0] b00, b01, b10, b11;
    reg [31:0] c00, c01, c10, c11;
    begin
        a00 = matrix_a[15:0];   a01 = matrix_a[31:16];
        a10 = matrix_a[47:32];  a11 = matrix_a[63:48];
        b00 = matrix_b[15:0];   b01 = matrix_b[31:16];
        b10 = matrix_b[47:32];  b11 = matrix_b[63:48];
        c00 = a00 * b00 + a01 * b10;
        c01 = a00 * b01 + a01 * b11;
        c10 = a10 * b00 + a11 * b10;
        c11 = a10 * b01 + a11 * b11;
        matrix_multiply_2x2 = c00;
    end
endfunction
function [31:0] max_pool_operation;
    input [31:0] data_a, data_b;
    input [3:0] size;
    reg [31:0] max_val;
    begin
        max_val = (data_a > data_b) ? data_a : data_b;
        max_pool_operation = max_val;
    end
endfunction
function [31:0] avg_pool_operation;
    input [31:0] data_a, data_b;
    input [3:0] size;
    reg [31:0] avg_val;
    begin
        avg_val = (data_a + data_b) >> 1;
        avg_pool_operation = avg_val;
    end
endfunction
endmodule
module instruction_fetch (
    input  wire        clk,
    input  wire        rst_n,
    input  wire        stall,
    input  wire [31:0] pc_in,
    output reg  [31:0] pc_out,
    output reg  [31:0] instruction
);
    reg [31:0] instruction_memory [0:1023];
    always @(posedge clk or negedge rst_n) begin
        if (!rst_n) begin
            pc_out <= 32'b0;
            instruction <= 32'b0;
        end else if (!stall) begin
            pc_out <= pc_in;
            instruction <= instruction_memory[pc_in[11:2]];  
        end
    end
endmodule
module instruction_decode (
    input  wire        clk,
    input  wire        rst_n,
    input  wire [31:0] instruction,
    input  wire [31:0] pc,
    output reg  [6:0]  opcode,
    output reg  [4:0]  rd,
    output reg  [4:0]  rs1,
    output reg  [4:0]  rs2,
    output reg  [2:0]  funct3,
    output reg  [6:0]  funct7,
    output reg  [31:0] immediate,
    output reg         reg_write_enable,
    output reg         mem_read,
    output reg         mem_write,
    output reg         branch,
    output reg         jump
);
    always @(posedge clk or negedge rst_n) begin
        if (!rst_n) begin
            opcode <= 7'b0;
            rd <= 5'b0;
            rs1 <= 5'b0;
            rs2 <= 5'b0;
            funct3 <= 3'b0;
            funct7 <= 7'b0;
            immediate <= 32'b0;
            reg_write_enable <= 1'b0;
            mem_read <= 1'b0;
            mem_write <= 1'b0;
            branch <= 1'b0;
            jump <= 1'b0;
        end else begin
            opcode <= instruction[6:0];
            rd <= instruction[11:7];
            rs1 <= instruction[19:15];
            rs2 <= instruction[24:20];
            funct3 <= instruction[14:12];
            funct7 <= instruction[31:25];
            case (instruction[6:0])
                7'b0010011, 7'b0000011: begin  
                    immediate <= {{21{instruction[31]}}, instruction[30:20]};
                end
                7'b0100011: begin  
                    immediate <= {{21{instruction[31]}}, instruction[30:25], instruction[11:7]};
                end
                7'b1100011: begin  
                    immediate <= {{20{instruction[31]}}, instruction[7], instruction[30:25], instruction[11:8], 1'b0};
                end
                7'b0110111, 7'b0010111: begin  
                    immediate <= {instruction[31:12], 12'b0};
                end
                7'b1101111: begin  
                    immediate <= {{12{instruction[31]}}, instruction[19:12], instruction[20], instruction[30:21], 1'b0};
                end
                default: immediate <= 32'b0;
            endcase
            reg_write_enable <= (instruction[6:0] != 7'b0100011) && (instruction[6:0] != 7'b1100011);
            mem_read <= (instruction[6:0] == 7'b0000011);
            mem_write <= (instruction[6:0] == 7'b0100011);
            branch <= (instruction[6:0] == 7'b1100011);
            jump <= (instruction[6:0] == 7'b1101111) || (instruction[6:0] == 7'b1100111);
        end
    end
endmodule
module register_file (
    input  wire        clk,
    input  wire        rst_n,
    input  wire        write_enable,
    input  wire [4:0]  read_addr1,
    input  wire [4:0]  read_addr2,
    input  wire [4:0]  read_addr3,     
    input  wire [4:0]  write_addr,
    input  wire [31:0] write_data,
    output wire [31:0] read_data1,
    output wire [31:0] read_data2,
    output wire [31:0] read_data3
);
    reg [31:0] registers [0:31];
    integer i;
    assign read_data1 = (read_addr1 == 5'b0) ? 32'b0 : registers[read_addr1];
    assign read_data2 = (read_addr2 == 5'b0) ? 32'b0 : registers[read_addr2];
    assign read_data3 = (read_addr3 == 5'b0) ? 32'b0 : registers[read_addr3];
    always @(posedge clk or negedge rst_n) begin
        if (!rst_n) begin
            for (i = 0; i < 32; i = i + 1) begin
                registers[i] <= 32'b0;
            end
        end else if (write_enable && write_addr != 5'b0) begin
            registers[write_addr] <= write_data;
        end
    end
endmodule

===== run.sh =====
#!/bin/bash
# OpenROAD 26Q1-2900-gdf79404cd8, Yosys 0.63+post, stock flow scripts
make -C /OpenROAD-flow-scripts/flow DESIGN_CONFIG=/design/flow/config.mk WORK_HOME=/design/flow/orfs finish

===== config.mk =====
export PLATFORM = sky130hd
export DESIGN_NAME = instruction_decode
export DESIGN_NICKNAME = instruction_decode
export VERILOG_FILES = /design/flow/design.v
export SDC_FILE = /design/flow/constraint.sdc
export NUM_CORES = 4
export LEC_CHECK = 1
export CORE_UTILIZATION = 40

==> flow_summary.json <==
{
  "finalWorstSetupSlack_ns": -0.008475,
  "violations": "negative hold slack, negative setup slack",
  "wl_per_cell_um": 14.53,
  "cts_tree": "built",
  "min_path_type": "in -> async",
  "async_flop_share_pct": 100.0,
  "rsz0062_at_grt": "true",
  "warnings": 63,
  "setup_viol": 12,
  "crit_family": "flip-flops",
  "drc": 0,
  "clk_path_buf_depth": 2,
  "htreeDepth": 3,
  "worst_pin_slew_ns": 0.2888,
  "fmax_mhz": 991.6,
  "portBuffers": 102,
  "peakVddDrop_mv": 1.224,
  "cts_sinks": 69,
  "drv_slew": 0,
  "fin_crit_ns": 1.008,
  "grt_first_pass_wirelength_mm": 8.769,
  "post_dp_cell_area_um2": 3572,
  "area_growth_pct": 54.75,
  "overflow": 0,
  "ys_seq_share_pct": 75.33,
  "cts_made_buffers": 9,
  "grt_max_degree": 40,
  "end_kind": "primary output",
  "dieArea_um2": 6037,
  "hold_viol": 69,
  "synth-main-ff-cell": "dfrtp_1",
  "leakagePower_uw": 0.001771,
  "cap_violations": 0,
  "cp_max_fo": 1,
  "crit_path_max_incr_delay_ns": 0.37,
  "syn_area_per_cell_um2": 14.79,
  "syn_area_um2": 2292,
  "cts-root-buf": "clkbuf_8",
  "edf_count": 0,
  "required_ns": 0.80,
  "cp_cell_sequence": "buf_2",
  "drive_above_1_share_pct": 45.70,
  "slew_headroom_pct": 80.66,
  "path_buffers": 1,
  "synth_cell_type_count": 28,
  "powerDensity_nw_per_um2": 1645,
  "hold_ws_ns": -0.1439,
  "path_clk_slew_ns": 0.07,
  "grt_pass1_vias": 1708,
  "ys_area_um2": 2292,
  "numSynthFlops": 69,
  "postLayoutCoreUtil_pct": 64.42,
  "path_class": "reg -> out",
  "dp_hpwl_mm": 3.731,
  "io_pins": 135,
  "std_cell_rows": 27,
  "crit_slowest_cell": "dfrtp_1",
  "fin_area_um2": 3547,
  "num_antenna_cells": 0,
  "coreArea_um2": 5507,
  "drtIter0Drc": 49,
  "startpoint_type": "register",
  "status": "complete, but fails checks",
  "fin_crit_sh_pct": 100.8,
  "routed_via_density": 4.807,
  "ys_warn_count": 1,
  "instances_no_fill": 363,
  "antenna_found_initial": 0,
  "drt_wl_total_mm": 5.275,
  "num_vias": 1745,
  "dpl.cell_count": 343,
  "fp_util_pct": 41.63,
  "synth_cells": 155,
  "die_y_um": 77.70,
  "grt_use_total_pct": 19.70,
  "antenna_left": 0,
  "arrival_ns": 0.81,
  "gp_congestion": 0.8325,
  "ys_cells": 155,
  "die-width_um": 77.70,
  "drtPass1Iterations": 4
}
## cells in the mapped netlist, types with 2 or more instances
cell type	count	area, um2
and2_1	2	12.51
a32o_1	4	40.04
buf_2	2	10.01
and3_1	2	12.51
nand2_1	8	30.03
nor2_1	11	41.29
dfrtp_1	69	1727
clkbuf_1	4	15.01
o21ai_1	10	50.05
buf_4	3	22.52
o2bb2ai_1	11	96.34
nand3_1	10	50.05
nor3_1	3	15.01
a21oi_1	2	10.01
## placed cells by master, fill, tap and decap left out, drive strengths merged, types with 2 or more instances in the layout
cell and count:
buf 102, dfrtp 69, clkdlybuf4s50 25, nor2 11
clkbuf 11, o2bb2ai 11, nand3 10, o21ai 10
nand2 8, a32o 4, nor3 3, and2 2
a21oi 2, clkinv 2, bufinv 2, dlygate4sd2 2
and3 2, inv 2
## layer usage
metal | global-route usage [%] | part of all wire, % | vias up
met5 | 0 | 0 | -
met1 | 34.10 | 45 | 853
met3 | 3.584 | 6.2 | 9
li1 | - | - | 807
met2 | 28.67 | 47 | 76
met4 | 3.019 | 1.6 | 0
## registers in the layout, summed over array words and instances, names as in the netlist, 3 cells and up
register and cells:
rs1 5, funct7 7, rs2 5, funct3 3, rd 5, opcode 7
immediate 32
## cell type report
class	count	area (um2)
repair buffers	130	952.2
clock buffers	11	131.4
multi-input cells	74	554.3
flip-flops and latches	69	1727
clock inverters	5	85.08
fillers	423	1959
inverters	2	7.507
well taps	72	90.09
## through the flow
stage	total power [uW]	setup WS (ns)	TNS (ns)
2_1_floorplan	3066	-0.1992	-2.921
3_3_place_gp	3544	-0.6961	-23.55
3_5_place_dp	3549	-0.7380	-24.58
4_1_cts	5884	-0.02788	-0.8229
5_1_grt	6083	-0.04938	-1.980
6_report	5835	-0.008475	-0.06241
## logic make-up after synthesis
| family | synth area share (%) |
|---|---|
| simple gates | 10.53 |
| buf+inv | 2.892 |
| flops | 75.33 |
| compound gates | 11.24 |
## final timing paths
| check | start | endpoint | cells past startpoint |
|---|---|---|---|
| min in group clk0 | instruction[4] | opcode[4] | 1 |
| max in group asynchronous | rst_n | rs2[4] | 2 |
| setup / recovery | immediate[24] | immediate[24] | 1 |
| hold / removal | rst_n | rs1[3] | 2 |
## power by group
part	switching [uW]	leakage [uW]	internal, uW
sequential	20.6	0.000882	2880
combinational	245	0.000785	305
clock	974	0.000104	1410
## repair_timing
| item | 4_1_cts | 5_1_grt |
|---|---|---|
| hold endpoints to repair | 69 | 69 |
| gates cloned | 1 | 0 |
| endpoints found under the setup margin | 106 | 89 |
| resized | 238 | 10 |
| pin swaps | 6 | 3 |
| buffers inserted | 3 | 0 |
Power and IR drop assume default switching activity.
